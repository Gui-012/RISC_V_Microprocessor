### flow/config.mk
export PLATFORM = sky130hd
export DESIGN_NAME = Program_Counter
export DESIGN_NICKNAME = Program_Counter
export VERILOG_FILES = /design/flow/design.v
export SDC_FILE = /design/flow/constraint.sdc
export NUM_CORES = 4
export LEC_CHECK = 1
export CORE_AREA = 10 10 91 91
export DIE_AREA = 0 0 101 101
### flow/constraint.sdc
current_design Program_Counter

set clk_period 1.0
set clk_io_pct 0.2

create_clock -name clk0 -period $clk_period [get_ports {clk}]

set non_clock_inputs [all_inputs -no_clocks]
set_input_delay [expr $clk_period * $clk_io_pct] -clock clk0 $non_clock_inputs
set_output_delay [expr $clk_period * $clk_io_pct] -clock clk0 [all_outputs]
### flow/design.v
`timescale 1ns / 1ps
module Program_Counter
    #
    (
        parameter ADDRESS_SIZE = 32
    )
    (
        input logic [ADDRESS_SIZE-1:0] in,
        output logic [ADDRESS_SIZE-1:0] out,
        input wire clk
    );
    always @(posedge clk) begin
        out <= in;
    end
    initial
        out = 0;
endmodule
### flow/run.sh
#!/bin/bash
# OpenROAD 26Q1-2900-gdf79404cd8, Yosys 0.63+post, stock flow scripts
make -C /OpenROAD-flow-scripts/flow DESIGN_CONFIG=/design/flow/config.mk WORK_HOME=/design/flow/orfs finish
==> flow_metrics.env <==
# source this file to load flow results
export IMPL_placementRows=29
export IMPL_totalWireLength_mm=2.26
export IMPL_power_per_cell_area_nw_per_um2=2000
export IMPL_drt_pre_antenna_iters=1
export IMPL_setup_violations=0
export IMPL_comb_power_share=0.067
export IMPL_sequentialPowerShare=0.491
export IMPL_net_switching_power_mw=0.535
export IMPL_worstSetupStartpointType="flop"
export IMPL_ys_chip_area_um2=641
export IMPL_wl_per_cell_um=12.5
export IMPL_clock_sinks=32
export IMPL_setup_worst_path_class="flop to primary output"
export IMPL_yosysWarningCount=1
export IMPL_dr_vias=486
export IMPL_timing_critical_path_required_ns=0.80
export IMPL_cpLargestDelayFamily="flip-flops"
export IMPL_cts_root_to_sink_buffers=2
export IMPL_placement_io_buffers=64
export IMPL_finalCritPeriodShare=0.955
export IMPL_synth_edff_count=0
export IMPL_multiInputCombCellCount=0
export IMPL_fin_setup_tns_ns=0
export IMPL_cts_tree="built"
export IMPL_unrepaired_setup_endpoints_after_global_routing="false"
export IMPL_p_clk_frac=0.443
export IMPL_longest_individual_stage_delay_on_the_worst_path_ns=0.31
export IMPL_result_of_the_run="complete, no violations"
export IMPL_post_cts_buffers=0
export IMPL_clkSlewWorstSetupHoldPaths_ns=0.07
export IMPL_coreArea_um2=6350
export IMPL_flop_area_um2=658
export IMPL_htree_num_levels=2
export IMPL_irDropWorstVdd_mv=0.749
export IMPL_synth_avg_cell_area_um2=20.0
export IMPL_final_hold_violating_endpoints=0
export IMPL_critical_path_cell_chain="clkdlybuf4s15_1"
export IMPL_pnr_worst_setup_slack_ns=0.0448
export IMPL_dominant_flop_cell="dfxtp_1"
export IMPL_final_max_slew_violation_count=0
export IMPL_p_int_mw=2.24
export IMPL_final_comb_area_um2=0
export IMPL_log_warning_count=25
export IMPL_worstPathMaxFanout=1
export IMPL_floorplan_io_pins=65
export IMPL_switching_share=0.193
export IMPL_worst_slew_margin_rel=0.951
export IMPL_post_route_cells_drive_above_1_share=0.433
export IMPL_cap_viol_max_count=0
export IMPL_route_detailed_drc=0
export IMPL_grt_pass1_wl_mm=3.28
export IMPL_chipArea_um2=10200
export IMPL_initial_core_util=0.101
export IMPL_syn_instance_count=32
export IMPL_number_of_global_route_vias_before_repair=543
export IMPL_drt_iter0_drc=0
export IMPL_layout_min_cycle_time_ns=0.955
export IMPL_cts_hold_buffers=0
export IMPL_async_flop_share=0
export IMPL_synth_ff_latch_count=32
export IMPL_synth_most_common_cell="dfxtp_1"
export IMPL_class_of_the_most_critical_hold_timing_path="input pin to flop"
export IMPL_cts_inserted_buffers=5
export IMPL_cp_end_kind="primary output"
export IMPL_ant_nets=0
export IMPL_registers_top_by_ff_count="out"
export IMPL_post_synth_top_area_fraction=1.00
export IMPL_areaGrowthSynthToFinish_pct=117
export IMPL_cell_type_with_the_largest_total_area="dfxtp_1"
export IMPL_final_weighted_congestion_of_routability_driven_global_placement=0.704
export IMPL_worst_path_max_delay_cell="dfxtp_1"
export IMPL_layout_filler_cells=675
export IMPL_number_of_antenna_violations_at_the_first_check_in_global_routing=0
export IMPL_synth_seq_share=1.00
export IMPL_viasPerCell=2.69
export IMPL_synth_area_leaders="dfxtp_1"
export IMPL_netlist_cell_type_count=1
export IMPL_synth_cell_area_um2=641
export IMPL_die_height_um=101
export IMPL_worst_pin_slew_ns=0.0733
export IMPL_largest_register_ff_count=32
export IMPL_leakagePower_nw=0.585
export IMPL_clock_fmax_mhz=1050
export IMPL_netlist_top_cells_count="dfxtp_1"
export IMPL_crit_buf_inv=1
export IMPL_top_regs="out x32"
export IMPL_maximum_number_of_pins_on_one_net_before_global_route_repair=12
export IMPL_root_buffer="clkbuf_8"
export IMPL_track_usage=0.0428
export IMPL_antenna_cells=0
export IMPL_arrival_ns=0.76
export IMPL_die_x_um=101
export IMPL_place_worst_setup_slack_ns=-0.00814
export IMPL_yosys_cells=32
export IMPL_grt_ovfl_total=0
-- kinds of logic after synthesis --
kind of cell,synth area share
DFF,1.00
-- final cells by class --
type                    instances  share of cell area
flip-flops and latches         32               0.473
clock buffers                   5              0.0495
clock inverters                 3              0.0306
repair buffers                 64               0.378
well taps                      77              0.0692
-- metal layers --
layer  vias to the layer above  wire (um)  track usage
li1                        237          -            -
met1                       208        694       0.0404
met2                        36       1100       0.0698
met3                         5        427       0.0374
met4                         0         38      0.00750
met5                         -          0            0
-- repair_timing --
action | in CTS | in global routing
gates cloned | 0 | 0
resized | 72 | 32
hold endpoints to repair | 0 | 0
endpoints found under the setup margin | 32 | 20
-- cell usage in the layout (no fill, tap or decap), drive strengths merged --
| cell type | netlist | final |
|---|---|---|
| clkbuf | 0 | 25 |
| clkinvlp | 0 | 1 |
| buf | 0 | 3 |
| clkdlybuf4s15 | 0 | 9 |
| clkdlybuf4s50 | 0 | 32 |
| dfxtp | 32 | 32 |
| bufinv | 0 | 1 |
| clkinv | 0 | 1 |
-- metrics by stage --
stage | cell area (um^2) | power [mW] | utilization | instances | hold slack [ns]
floorplan | 641 | 1.37 | - | 32 | 0.228
global placement | 1380 | 1.63 | 0.217 | 173 | 0.650
detailed placement | 1380 | 1.63 | 0.217 | 173 | 0.652
CTS | 1480 | 2.87 | 0.233 | 181 | 0.333
global route | 1390 | 2.93 | 0.219 | 181 | 0.320
finish | 1390 | 2.78 | 0.219 | 181 | 0.344
-- power groups by stage --
stage | clock, mW | sequential, mW | combinational (mW)
after global routing | 1.36 | 1.37 | 0.203
final | 1.23 | 1.36 | 0.185
after CTS | 1.30 | 1.36 | 0.214
-- final timing paths --
kind	startpoint	slack, ns	depth (start not counted)	to
worst max-delay path	out[0]	0.04	1	out[0]
worst min-delay path	in[18]	0.34	1	out[18]
No activity file was given, so power comes from the tool's default toggle rates.
