===== flow/design.v =====
`timescale 1ns / 1ps
module Register_File
#
(
    parameter WORD = 32,
    parameter REGISTER_NUMBER = 32
)
(
    input logic [WORD-1:0] data_in,  
    input logic [$clog2(REGISTER_NUMBER)-1:0] readA_select,  
    input logic [$clog2(REGISTER_NUMBER)-1:0] readB_select,  
    input logic [$clog2(REGISTER_NUMBER)-1:0] write_select,  
    input logic write_enable,  
    input logic reset,  
    input wire clk,  
    output logic [WORD-1:0] dataA_out,  
    output logic [WORD-1:0] dataB_out  
);
logic [REGISTER_NUMBER-1:0][WORD-1:0] registers;
always_comb begin
    dataA_out = registers[readA_select];  
    dataB_out = registers[readB_select];
end
always @(posedge clk) begin
    if(reset) begin
        for(int i = 0; i < REGISTER_NUMBER; i++)
            registers[i] <= 32'h0;
    end
    else begin
        if(write_enable && (write_select != 5'h0)) begin
            registers[write_select] <= data_in;
        end
    end
end
endmodule

===== flow/run.sh =====
#!/bin/bash
# OpenROAD 26Q1-2900-gdf79404cd8, Yosys 0.63+post, stock flow scripts
make -C /OpenROAD-flow-scripts/flow DESIGN_CONFIG=/design/flow/config.mk WORK_HOME=/design/flow/orfs finish

===== flow/config.mk =====
export PLATFORM = sky130hd
export DESIGN_NAME = Register_File
export DESIGN_NICKNAME = Register_File
export VERILOG_FILES = /design/flow/design.v
export SDC_FILE = /design/flow/constraint.sdc
export NUM_CORES = 4
export LEC_CHECK = 1
export CORE_UTILIZATION = 40

===== flow/constraint.sdc =====
current_design Register_File

set clk_period 324.8
set clk_io_pct 0.2

create_clock -name clk0 -period $clk_period [get_ports {clk}]

set non_clock_inputs [all_inputs -no_clocks]
set_input_delay [expr $clk_period * $clk_io_pct] -clock clk0 $non_clock_inputs
set_output_delay [expr $clk_period * $clk_io_pct] -clock clk0 [all_outputs]

==> notes.md <==
The synthesis and place-and-route flow finished, so here is a summary.

The register with the most flip-flops in the layout has 1024 of them. The DRC violation count after routing came out at 0. The violation count after the first detailed-routing iteration came out at 4905.

The flow ran to the end, and the final reports show no timing, DRC or antenna violations. The headroom to the max-slew limit came out at 0.338. The average wire per standard cell is 25.6 µm. The routability congestion estimate from global placement came out at 0.928. Summed over all nets, the half-perimeter wirelength after detailed placement is 121 mm.

The non-filler instance count after layout is 8462. The number of cells on the worst reg-to-reg path is 2. The most flop-heavy register is registers. The pin count of the biggest net entering global routing is 150. For this configuration, the core starts out at a cell density of 0.403. The number of enable flip-flop cells is 0. The max-cap violation count came out at 0. The commonest cells after synthesis are nand2_1 (2191), a21oi_1 (1185), dfxtp_1 (1024), mux2i_1 (1024), clkbuf_1 (400). The largest registers in the layout are registers x1024.

For reference, the clock transition at the flip-flops on the worst setup and hold paths is 0.06 ns. The final count of negative-setup-slack endpoints came out at 0. The largest fanout on the critical path came out at 72.

The post-synthesis to final-layout area growth is 10.9%. The worst hold path passes through 2 cells. The cell count after synthesis came out at 6878. Per STA, the library cell used most along the worst path is buf_4. The sort of element at the start of the critical path is a primary input. The final-report max-slew violation count is 0.

The overall die height came out at 366 µm. The standard cell with the maximum stage delay on the critical path is buf_4. Fill cells in the final layout number 12600. The proportion of synthesized flip-flops having asynchronous set or reset came out at 0.

The combined global-route utilization of all metal layers came out at 0.322. Once detail routing completed, the nets flagged for antenna violations numbered 0. The cell sitting at the root of the clock tree is a clkbuf_16.

The total tool warning count came out at 38. The first TritonRoute pass finished after 8 iterations. For this design, the CTS-stage hold fixing added 0 buffers. The data arrival time reported for the critical path is 70.05 ns.

The average instance in the mapped netlist occupies 7.72 µm². The maximum count of clock buffers along a single path came out at 3. The launch point of the critical path was reported as readA_select[1]. For the worst min-delay path, the startpoint reported by OpenROAD is registers[318]. The overall routed net length is 216 mm. The synthesis report lists the most area-consuming cells as dfxtp_1 (39%), mux2i_1 (19%), nand2_1 (15%), a21oi_1 (11%), clkbuf_1 (2.8%).

The floorplan step set the die width to 366 µm. Among all flip-flop cells after synthesis, the most frequent one is dfxtp_1. Gates resized during post-CTS repair numbered 0. The via count of the routed design is 50600. The pin slew with the least headroom to its limit came out at 0.991 ns. The largest stage delay on the critical path came out at 0.75 ns. Once the clock tree was built, the setup fixing pass inserted 0 buffers. The number of different library cells in the post-synthesis netlist is 45. The power per cell area came out at 4.93 mW/mm². The number of antenna violations at the first check in global routing came out at 8. The data required time of the critical path is 259.84 ns. Of all cell types, the one taking the most synthesized area is dfxtp_1. The worst hold slack is 0.465 ns. The fraction of layout cells with a size suffix above 1 came out at 0.0652. The critical path goes through buf_8 > buf_4 > buf_4 > buf_4 > buf_4 > mux2i_1 > a22o_1 > nor3_1 > a31oi_1 > nand3_1 > clkdlybuf4s50_1. The insertion delay to the later sink of the worst-skew pair came out at 0.72 ns. Of the post-synthesis cell area, the dominant cell type holds 0.386.

The count of endpoints failing hold in the final timing report came out at 0. The leakage power of the design is 21.3 nW. The number of placed instances, taps included came out at 8250. The total placed instance area came out at 0.0551 mm². The initialized floorplan defines 133 standard-cell rows. The final global-route overflow total came out at 0. Derived from the worst setup path, the maximum achievable clock frequency is 7.41 MHz. TritonCTS built the clock tree. 114 I/O pins were placed. In the post-synthesis netlist, the cell with the most instances is nand2_1.

The die covers 0.134 mm². The count of instantiated cells in the yosys netlist came out at 6878. The via-per-instance ratio is 5.98. The worst voltage drop across the vdd grid came out at 0.00000467 V.

The share of the Yosys chip area taken by registers is 0.386. The worst setup path is captured at a primary output. TritonCTS created 111 clock buffers. The count of state elements after synthesis is 1024. The number of buffer cells added on primary ports came out at 113.

The post-route cell area came out at 0.0589 mm². The largest clock skew in the final design came out at 0 ns. The type recorded for the worst min-delay path is reg2reg.

The wire length of the first global-routing pass came out at 315 mm. The critical path is of the in2out type. After synthesis the cells add up to 0.0531 mm². The number of sinks on the clock net came out at 1024. The core footprint is 0.132 mm².

After routing, the total negative slack on setup checks comes to 0 ns. The source of the worst register-to-register timing path is registers[160]. Post-route period utilization is reported as 0.416. The H-tree depth came out at 3. Counting the warning lines in the Yosys log gives 1.

The number of global-route vias before repair came out at 46800. The area figure in the yosys stat output came out at 0.0531 mm². Setup repair after global routing left no endpoint under its margin. The clock period minus worst slack is 135.01 ns.
[layer usage]
metal  routed length (µm)  track usage  share of wire
met5                   54      0.00712        0.00025
met4                11700        0.140          0.054
met3                24800        0.103           0.11
met2                93800        0.472           0.43
met1                86000        0.443           0.40
[power by group]
part	internal (mW)	total (mW)	switching, mW
clock	0.0754	0.131	0.0551
sequential	0.127	0.128	0.000827
combinational	0.0105	0.0324	0.0220
[worst paths after layout]
| kind | endpoint | slack (ns) |
|---|---|---|
| min | registers[318] | 0.46 |
| min reg2reg | registers[318] | 0.46 |
| max reg2reg | registers[160] | 324.12 |
| max | dataA_out[21] | 189.79 |
[critical path, delay by kind of cell]
kind            cells  cell delay (ns)
simple gates        2             0.39
mux                 1             0.17
compound gates      2             0.37
buf+inv             6             3.93
[cell usage in the layout (no fill, tap or decap), types with 8 or more instances in the layout]
| cell type | count |
|---|---|
| mux2i_1 | 1024 |
| clkbuf_16 | 112 |
| a22o_1 | 128 |
| nor2_4 | 14 |
| and3_2 | 9 |
| a21oi_1 | 1185 |
| dfxtp_1 | 1024 |
| buf_4 | 171 |
| nor2b_1 | 33 |
| diode_2 | 8 |
| nand2_2 | 11 |
| a22oi_1 | 192 |
| nand3_1 | 195 |
| clkinv_2 | 25 |
| clkdlybuf4s50_1 | 110 |
| clkbuf_8 | 29 |
| clkbuf_1 | 21 |
| a31oi_1 | 64 |
| nand3_2 | 9 |
| nand4_1 | 10 |
| nor3_1 | 66 |
| nand2_1 | 2181 |
| nor2_1 | 8 |
[per-stage QoR]
step / power (mW) / worst slack, ns / utilization
after CTS: 0.290 / 189.89 / 0.447
after floorplan: 0.149 / 193.55 / -
after global routing: 0.298 / 189.67 / 0.447
after global placement: 0.162 / 189.87 / 0.419
after detailed placement: 0.162 / 189.90 / 0.419
final: 0.291 / 189.79 / 0.447
[layout make-up]
cell class,instances,area [µm²],share of cell area
clock inverters,42,453,0.00769
repair buffers,291,2570,0.0436
flip-flops and latches,1024,20500,0.348
well taps,1755,2200,0.0373
multi-input cells,5177,29900,0.507
diodes,8,20.0,0.000340
clock buffers,162,3280,0.0557
inverters,3,11.3,0.000191
[logic make-up (layout without fill, tap and decap cells)]
| group | Yosys count | count (layout) | share of synthesized area |
|---|---|---|---|
| other cells | 0 | 8 | 0 |
| xor+xnor | 2 | 2 | 0.000330 |
| compound gates | 1572 | 1572 | 0.168 |
| mux | 1024 | 1024 | 0.193 |
| simple gates | 2577 | 2577 | 0.197 |
| buf+inv | 677 | 498 | 0.0556 |
| fa+ha+maj | 2 | 2 | 0.000471 |
| flops | 1024 | 1024 | 0.386 |
Power and IR drop assume default switching activity.
